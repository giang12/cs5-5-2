==> flow/design.v <==
module dff (q, d, clk, rst);
    output         q;
    input          d;
    input          clk;
    input          rst;
    reg            state;
    assign #(1) q = state;
    always @(posedge clk) begin
      state = rst? 0 : d;
    end
endmodule
module mux2_1(InA, InB, S, Out);
    input InA, InB, S;
    output Out;
    wire S, S_n, w1, w2, w3, w4, w5;
    not1 mod1(.in1(S), .out(S_n));
    nand2 mod2(.in1(S_n), .in2(InA), .out(w1));
    nand2 mod3(.in1(S), .in2(InB), .out(w2));
    not1 mod4(.in1(w1), .out(w3));
    not1 mod5(.in1(w2), .out(w4));
    nor2 mod6(.in1(w3), .in2(w4), .out(w5));
    not1 mod7(.in1(w5), .out(Out));
endmodule
module nand2 (in1,in2,out);
input in1,in2;
output out;
assign out = ~(in1 & in2);
endmodule
module nor2 (in1,in2,out);
input in1,in2;
output out;
assign out = ~(in1 | in2);
endmodule
module not1 (in1,out);
input in1;
output out;
assign out = ~in1;
endmodule
module mux2_1_16bit(out, in0, in1, sel);
    input [15:0] in0, in1;
    input sel;
    output [15:0] out;
    mux2_1 mux0(.InA(in0[0]), .InB(in1[0]), .S(sel), .Out(out[0]));
    mux2_1 mux1(.InA(in0[1]), .InB(in1[1]), .S(sel), .Out(out[1]));
    mux2_1 mux2(.InA(in0[2]), .InB(in1[2]), .S(sel), .Out(out[2]));
    mux2_1 mux3(.InA(in0[3]), .InB(in1[3]), .S(sel), .Out(out[3]));
    mux2_1 mux4(.InA(in0[4]), .InB(in1[4]), .S(sel), .Out(out[4]));
    mux2_1 mux5(.InA(in0[5]), .InB(in1[5]), .S(sel), .Out(out[5]));
    mux2_1 mux6(.InA(in0[6]), .InB(in1[6]), .S(sel), .Out(out[6]));
    mux2_1 mux7(.InA(in0[7]), .InB(in1[7]), .S(sel), .Out(out[7]));
    mux2_1 mux8(.InA(in0[8]), .InB(in1[8]), .S(sel), .Out(out[8]));
    mux2_1 mux9(.InA(in0[9]), .InB(in1[9]), .S(sel), .Out(out[9]));
    mux2_1 mux10(.InA(in0[10]), .InB(in1[10]), .S(sel), .Out(out[10]));
    mux2_1 mux11(.InA(in0[11]), .InB(in1[11]), .S(sel), .Out(out[11]));
    mux2_1 mux12(.InA(in0[12]), .InB(in1[12]), .S(sel), .Out(out[12]));
    mux2_1 mux13(.InA(in0[13]), .InB(in1[13]), .S(sel), .Out(out[13]));
    mux2_1 mux14(.InA(in0[14]), .InB(in1[14]), .S(sel), .Out(out[14]));
    mux2_1 mux15(.InA(in0[15]), .InB(in1[15]), .S(sel), .Out(out[15]));
endmodule
module dff_16bit(out, in, en, rst, clk);
    input [15:0] in;
    input en, rst, clk;
    output [15:0] out;
    wire [15:0] w1;
    dff mod0(.q(out[0]), .d(w1[0]), .clk(clk), .rst(rst));
    dff mod1(.q(out[1]), .d(w1[1]), .clk(clk), .rst(rst));
    dff mod2(.q(out[2]), .d(w1[2]), .clk(clk), .rst(rst));
    dff mod3(.q(out[3]), .d(w1[3]), .clk(clk), .rst(rst));
    dff mod4(.q(out[4]), .d(w1[4]), .clk(clk), .rst(rst));
    dff mod5(.q(out[5]), .d(w1[5]), .clk(clk), .rst(rst));
    dff mod6(.q(out[6]), .d(w1[6]), .clk(clk), .rst(rst));
    dff mod7(.q(out[7]), .d(w1[7]), .clk(clk), .rst(rst));
    dff mod8(.q(out[8]), .d(w1[8]), .clk(clk), .rst(rst));
    dff mod9(.q(out[9]), .d(w1[9]), .clk(clk), .rst(rst));
    dff mod10(.q(out[10]), .d(w1[10]), .clk(clk), .rst(rst));
    dff mod11(.q(out[11]), .d(w1[11]), .clk(clk), .rst(rst));
    dff mod12(.q(out[12]), .d(w1[12]), .clk(clk), .rst(rst));
    dff mod13(.q(out[13]), .d(w1[13]), .clk(clk), .rst(rst));
    dff mod14(.q(out[14]), .d(w1[14]), .clk(clk), .rst(rst));
    dff mod15(.q(out[15]), .d(w1[15]), .clk(clk), .rst(rst));
    mux2_1_16bit mod16(.out(w1), .in0(out), .in1(in), .sel(en));
endmodule
module dff_8bit(out, in, en, rst, clk);
    input [7:0] in;
    input en, rst, clk;
    output [7:0] out;
    wire [7:0] w1;
    dff mod0(.q(out[0]), .d(w1[0]), .clk(clk), .rst(rst));
    dff mod1(.q(out[1]), .d(w1[1]), .clk(clk), .rst(rst));
    dff mod2(.q(out[2]), .d(w1[2]), .clk(clk), .rst(rst));
    dff mod3(.q(out[3]), .d(w1[3]), .clk(clk), .rst(rst));
    dff mod4(.q(out[4]), .d(w1[4]), .clk(clk), .rst(rst));
    dff mod5(.q(out[5]), .d(w1[5]), .clk(clk), .rst(rst));
    dff mod6(.q(out[6]), .d(w1[6]), .clk(clk), .rst(rst));
    dff mod7(.q(out[7]), .d(w1[7]), .clk(clk), .rst(rst));
    mux2_1_8bit mod8(.out(w1), .in0(out), .in1(in), .sel(en));
endmodule
module mux2_1_8bit(out, in0, in1, sel);
    input [7:0] in0, in1;
    input sel;
    output [7:0] out;
    mux2_1 mux0(.InA(in0[0]), .InB(in1[0]), .S(sel), .Out(out[0]));
    mux2_1 mux1(.InA(in0[1]), .InB(in1[1]), .S(sel), .Out(out[1]));
    mux2_1 mux2(.InA(in0[2]), .InB(in1[2]), .S(sel), .Out(out[2]));
    mux2_1 mux3(.InA(in0[3]), .InB(in1[3]), .S(sel), .Out(out[3]));
    mux2_1 mux4(.InA(in0[4]), .InB(in1[4]), .S(sel), .Out(out[4]));
    mux2_1 mux5(.InA(in0[5]), .InB(in1[5]), .S(sel), .Out(out[5]));
    mux2_1 mux6(.InA(in0[6]), .InB(in1[6]), .S(sel), .Out(out[6]));
    mux2_1 mux7(.InA(in0[7]), .InB(in1[7]), .S(sel), .Out(out[7]));
endmodule
module regIDEX( 
                instr_out, 
                pc_plus_two_out, 
                read_data_1_out, 
                read_data_2_out, 
                imm_5_ext_out, 
                imm_8_ext_out, 
                imm_11_ext_out, 
                clk, 
                en, 
                rst,
                instr_in,
                pcPlusTwo_in,
                read1data_in, 
                read2data_in,
                instrFiveExt_in,
                instrEightExt_in,
                instrElevenExt_in,
                Op_out, 
                ALUSrc1_out, 
                ALUSrc2_out,
                Cin_out, 
                invA_out, 
                invB_out, 
                sign_out, 
                jump_out, 
                branch_out,
                MemEn_out, 
                MemWr_out, 
                dump_out,
                RegDst_out,
                RegDataSrc_out,
                RegWriteEN_out,
                Op_in, 
                ALUSrc1_in, 
                ALUSrc2_in, 
                Cin_in, 
                invA_in, 
                invB_in, 
                sign_in, 
                Jump_in, 
                Branch_in,
                MemEn_in, 
                MemWr_in, 
                dump_in,
                RegDst_in,
                RegDataSrc_in,
                RegWriteEN_in,
                dst_reg_num_in, 
                dst_reg_num_out
                );
    input clk, en, rst;
    input [15:0] pcPlusTwo_in;
    input [15:0] instr_in; 
    output [15:0] instr_out;
    output [15:0] pc_plus_two_out;
    input [15:0] instrEightExt_in, instrFiveExt_in, instrElevenExt_in;
    input [15:0] read1data_in, read2data_in;
    output [15:0] read_data_1_out, read_data_2_out;
    output [15:0] imm_5_ext_out, imm_8_ext_out, imm_11_ext_out;
    input [2:0] ALUSrc1_in, ALUSrc2_in, Op_in;
    output [2:0] Op_out, ALUSrc1_out, ALUSrc2_out;
    input Cin_in, invA_in, invB_in, sign_in, Jump_in, Branch_in;
    output Cin_out, invA_out, invB_out, sign_out, jump_out, branch_out;
    input MemEn_in, MemWr_in, dump_in;
    output MemEn_out, MemWr_out, dump_out;
    input [2:0] RegDataSrc_in;
    output [2:0] RegDataSrc_out;  
    input RegWriteEN_in;
    output RegWriteEN_out;
    input [1:0] RegDst_in;
    output [1:0] RegDst_out;
    input [2:0] dst_reg_num_in; 
    output [2:0] dst_reg_num_out;
    wire [4:0] w1; 
    dff_16bit dff1(.out(pc_plus_two_out), .in(pcPlusTwo_in), .en(en), .rst(rst), .clk(clk));
    dff_16bit dff2(.out(instr_out), .in(instr_in), .en(en), .rst(rst), .clk(clk));
    dff_16bit dff7(.out(imm_8_ext_out), .in(instrEightExt_in), .en(en), .rst(rst), .clk(clk));
    dff_16bit dff3(.out(imm_5_ext_out), .in(instrFiveExt_in), .en(en), .rst(rst), .clk(clk));
    dff_16bit dff4(.out(imm_11_ext_out), .in(instrElevenExt_in), .en(en), .rst(rst), .clk(clk));
    dff_16bit dff5(.out(read_data_1_out), .in(read1data_in), .en(en), .rst(rst), .clk(clk));
    dff_16bit dff6(.out(read_data_2_out), .in(read2data_in), .en(en), .rst(rst), .clk(clk));
    dff_16bit dff8( .out({ALUSrc1_out, ALUSrc2_out, Op_out, Cin_out, invA_out, invB_out, sign_out, jump_out, branch_out, RegWriteEN_out}),
                    .in({ALUSrc1_in, ALUSrc2_in, Op_in, Cin_in, invA_in, invB_in, sign_in, Jump_in, Branch_in, RegWriteEN_in}),
                    .en(en), 
                    .rst(rst), 
                    .clk(clk));
    dff_8bit dff9(  .out({MemEn_out, MemWr_out, dump_out, RegDataSrc_out, RegDst_out}), 
                    .in({MemEn_in, MemWr_in, dump_in, RegDataSrc_in, RegDst_in}), 
                    .en(en), 
                    .rst(rst), 
                    .clk(clk));
    dff_8bit dff10( .out({dst_reg_num_out, w1}), 
                    .in({dst_reg_num_in, 5'bx}), 
                    .en(en), 
                    .rst(rst), 
                    .clk(clk));
endmodule
==> flow/run.sh <==
#!/bin/bash
# OpenROAD 26Q1-2900-gdf79404cd8, Yosys 0.63+post, stock flow scripts
make -C /OpenROAD-flow-scripts/flow DESIGN_CONFIG=/design/flow/config.mk WORK_HOME=/design/flow/orfs finish
==> flow/config.mk <==
export PLATFORM = sky130hd
export DESIGN_NAME = regIDEX
export DESIGN_NICKNAME = regIDEX
export VERILOG_FILES = /design/flow/design.v
export SDC_FILE = /design/flow/constraint.sdc
export NUM_CORES = 4
export LEC_CHECK = 1
export CORE_UTILIZATION = 30
==> flow/constraint.sdc <==
current_design regIDEX

set clk_period 1.0
set clk_io_pct 0.2

create_clock -name clk0 -period $clk_period [get_ports {clk}]

set non_clock_inputs [all_inputs -no_clocks]
set_input_delay [expr $clk_period * $clk_io_pct] -clock clk0 $non_clock_inputs
set_output_delay [expr $clk_period * $clk_io_pct] -clock clk0 [all_outputs]
==> flow_metrics.env <==
# flow metrics
export IMPL_violations="setup timing"
export IMPL_clk_latency_ns=0.40
export IMPL_cp_cell_sequence="buf_2"
export IMPL_viasPerCell=4.03
export IMPL_fmaxAchievable_mhz=965
export IMPL_end_kind="primary output"
export IMPL_vias=4127
export IMPL_grt_pass1_vias=4042
export IMPL_drc=0
export IMPL_fp_coreArea_mm2=0.0195
export IMPL_simple_gate_area_frac=0.0871
export IMPL_wl_per_cell_um=13.6
export IMPL_yosys_area_mm2=0.00599
export IMPL_slowest_delay_ns=0.31
export IMPL_area_growth_pct=36.4
export IMPL_clock_tree_root_cell="clkbuf_16"
export IMPL_required_ns=0.80
export IMPL_cts_clk_slew_worst_paths_ns=0.06
export IMPL_aoi_share=0
export IMPL_tool_warnings=27
export IMPL_finalInstanceArea_mm2=0.00817
export IMPL_clkSinkCount=139
export IMPL_top_area_cell="dfxtp_1"
export IMPL_relSlewSlack=0.795
export IMPL_grt_ovfl_total=0
export IMPL_drv_cap=0
export IMPL_yosys_warnings=1
export IMPL_ys_flops=139
export IMPL_tritoncts="built"
export IMPL_ctsHtreeMaxLevel=4
export IMPL_syn_area_per_cell_um2=10.4
export IMPL_critPathSlowestCell="dfxtp_2"
export IMPL_start_kind="register"
export IMPL_core_util_floorplan=0.307
export IMPL_adder_share=0
export IMPL_finalHoldViolations=0
export IMPL_period_used=1.04
export IMPL_rsz0062_at_grt="yes"
export IMPL_synth_seq_share=0.464
export IMPL_clock_skew_final_ns=0
export IMPL_topCellsByArea="dfxtp_1 (46%), mux2i_1 (23%), buf_4 (17%)"
export IMPL_setup_slack_ns=-0.0368
export IMPL_worst_pin_slew_ns=0.308
export IMPL_worst_path_buf_inv=1
export IMPL_first_pass_iters=4
export IMPL_grt_max_degree=58
export IMPL_peakVddDrop_v=0.00106
export IMPL_io_pins=281
export IMPL_p_per_area_mw_per_mm2=1680
export IMPL_synth_stat_cells=577
export IMPL_grt_pass1_wl_um=20900
export IMPL_dp_hpwl_um=10100
export IMPL_final_min_clock_period_ns=1.04
export IMPL_antenna_found_initial=1
export IMPL_hold_path_class="in -> reg"
export IMPL_gp_congestion=0.780
export IMPL_yosys_cell_types_count=9
export IMPL_ys_sh_mux=0.232
export IMPL_path_delay_family="flip-flops"
export IMPL_final_util=0.419
export IMPL_worstPathMaxFanout=2
export IMPL_clockBufferDepth=2
export IMPL_preCtsSetupSlack_ns=-0.0374
export IMPL_ys_sh_xor=0
export IMPL_syn_area_mm2=0.00599
export IMPL_setup_viol=139
export IMPL_fill_cells=1909
export IMPL_rows=51
export IMPL_arrival_ns=0.84
export IMPL_fin_hold_ws_ns=0.0762
export IMPL_hp_start="rst"
export IMPL_drt_total_wl_um=13900
export IMPL_die_h_um=143
export IMPL_cts_made_buffers=17
export IMPL_p_leak_nw=3.96
export IMPL_path_class="reg -> out"
export IMPL_chip_area_mm2=0.0205
export IMPL_diodes=0
export IMPL_die_w_um=143
export IMPL_finalMaxSlewViolations=0
export IMPL_status="complete, but fails checks"
export IMPL_synth_cells=577
export IMPL_logic_family="multiplexers"
export IMPL_final_antenna_net_count=0
export IMPL_place_area_mm2=0.00812
export IMPL_layout_drive_gt1_share=0.449
export IMPL_io_buffer_count=280
export IMPL_synth_top_area_share=0.464
export IMPL_drt_iter0_drc=88
export IMPL_grtUsageTotal=0.133
[metrics by stage]
stage	instances	power, mW	setup TNS, ns
6_report	1023	13.7	-3.29
5_1_grt	1023	14.4	-9.85
4_1_cts	1023	14.0	-6.62
3_5_place_dp	989	8.16	-0.654
3_3_place_gp	989	8.13	-0.112
2_1_floorplan	577	7.20	0
[cell usage after synthesis]
cell,count
clkbuf_1,13
buf_6,1
buf_2,2
buf_8,1
mux2i_1,139
buf_4,132
dfxtp_1,139
buf_12,11
nor2_1,139
[layer usage]
layer | part of all wire | track usage | vias to the layer above
met1 | 0.45 | 0.180 | 1867
met3 | 0.094 | 0.0475 | 9
met5 | 0 | 0 | -
li1 | - | - | 2076
met2 | 0.45 | 0.214 | 175
met4 | 0.0094 | 0.0129 | 0
[cell usage in the layout, fill, tap and decap left out]
master / n
clkbuf_1: 1
nor2_1: 139
bufinv_16: 1
dfxtp_2: 139
clkinvlp_4: 5
clkbuf_16: 17
mux2i_1: 139
buf_12: 7
buf_2: 139
buf_6: 1
clkinv_2: 3
inv_6: 4
clkdlybuf4s50_1: 139
buf_4: 23
clkbuf_8: 1
[where the power goes]
| part | internal (mW) | switching, mW | leakage, nW | total [mW] |
|---|---|---|---|---|
| logic | 1.11 | 0.582 | 2.50 | 1.70 |
| clock network | 3.50 | 2.44 | 0.263 | 5.95 |
| registers | 5.94 | 0.148 | 1.20 | 6.08 |
| total | 10.6 | 3.17 | 3.96 | 13.7 |
[what timing repair did]
action                                  in CTS  in global routing
resized                                    561                  0
setup buffers                                2                  0
pin swaps                                    0                  0
hold endpoints to repair                     0                  0
endpoints found under the setup margin     139                139
hold buffers                                 0                  0
[path summary, 6_finish.rpt]
path                                       end  slack, ns  cells past startpoint
worst max-delay path            ALUSrc2_out[2]      -0.04                      1
worst min-delay path                  register       0.08                      2
worst max register to register        register       0.15                      4
worst min register to register        register       0.48                      2
[logic make-up after synthesis]
logic type | Yosys count
buffers and inverters | 160
flip-flops | 139
AND/OR/NAND/NOR | 139
multiplexers | 139
[area by class of cell]
class / count / area (µm²) / area share
flip-flops and latches: 139 / 2960 / 0.362
repair buffers: 309 / 2410 / 0.295
multi-input cells: 278 / 1910 / 0.234
clock buffers: 19 / 443 / 0.0542
well taps: 265 / 332 / 0.0406
clock inverters: 13 / 118 / 0.0144
Power and IR drop assume default switching activity.
