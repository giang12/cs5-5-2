==> ./design.v <==
module dff (q, d, clk, rst);
    output         q;
    input          d;
    input          clk;
    input          rst;
    reg            state;
    assign #(1) q = state;
    always @(posedge clk) begin
      state = rst? 0 : d;
    end
endmodule
module mux2_1(InA, InB, S, Out);
    input InA, InB, S;
    output Out;
    wire S, S_n, w1, w2, w3, w4, w5;
    not1 mod1(.in1(S), .out(S_n));
    nand2 mod2(.in1(S_n), .in2(InA), .out(w1));
    nand2 mod3(.in1(S), .in2(InB), .out(w2));
    not1 mod4(.in1(w1), .out(w3));
    not1 mod5(.in1(w2), .out(w4));
    nor2 mod6(.in1(w3), .in2(w4), .out(w5));
    not1 mod7(.in1(w5), .out(Out));
endmodule
module nand2 (in1,in2,out);
input in1,in2;
output out;
assign out = ~(in1 & in2);
endmodule
module nor2 (in1,in2,out);
input in1,in2;
output out;
assign out = ~(in1 | in2);
endmodule
module not1 (in1,out);
input in1;
output out;
assign out = ~in1;
endmodule
module mux2_1_16bit(out, in0, in1, sel);
    input [15:0] in0, in1;
    input sel;
    output [15:0] out;
    mux2_1 mux0(.InA(in0[0]), .InB(in1[0]), .S(sel), .Out(out[0]));
    mux2_1 mux1(.InA(in0[1]), .InB(in1[1]), .S(sel), .Out(out[1]));
    mux2_1 mux2(.InA(in0[2]), .InB(in1[2]), .S(sel), .Out(out[2]));
    mux2_1 mux3(.InA(in0[3]), .InB(in1[3]), .S(sel), .Out(out[3]));
    mux2_1 mux4(.InA(in0[4]), .InB(in1[4]), .S(sel), .Out(out[4]));
    mux2_1 mux5(.InA(in0[5]), .InB(in1[5]), .S(sel), .Out(out[5]));
    mux2_1 mux6(.InA(in0[6]), .InB(in1[6]), .S(sel), .Out(out[6]));
    mux2_1 mux7(.InA(in0[7]), .InB(in1[7]), .S(sel), .Out(out[7]));
    mux2_1 mux8(.InA(in0[8]), .InB(in1[8]), .S(sel), .Out(out[8]));
    mux2_1 mux9(.InA(in0[9]), .InB(in1[9]), .S(sel), .Out(out[9]));
    mux2_1 mux10(.InA(in0[10]), .InB(in1[10]), .S(sel), .Out(out[10]));
    mux2_1 mux11(.InA(in0[11]), .InB(in1[11]), .S(sel), .Out(out[11]));
    mux2_1 mux12(.InA(in0[12]), .InB(in1[12]), .S(sel), .Out(out[12]));
    mux2_1 mux13(.InA(in0[13]), .InB(in1[13]), .S(sel), .Out(out[13]));
    mux2_1 mux14(.InA(in0[14]), .InB(in1[14]), .S(sel), .Out(out[14]));
    mux2_1 mux15(.InA(in0[15]), .InB(in1[15]), .S(sel), .Out(out[15]));
endmodule
module dff_16bit(out, in, en, rst, clk);
    input [15:0] in;
    input en, rst, clk;
    output [15:0] out;
    wire [15:0] w1;
    dff mod0(.q(out[0]), .d(w1[0]), .clk(clk), .rst(rst));
    dff mod1(.q(out[1]), .d(w1[1]), .clk(clk), .rst(rst));
    dff mod2(.q(out[2]), .d(w1[2]), .clk(clk), .rst(rst));
    dff mod3(.q(out[3]), .d(w1[3]), .clk(clk), .rst(rst));
    dff mod4(.q(out[4]), .d(w1[4]), .clk(clk), .rst(rst));
    dff mod5(.q(out[5]), .d(w1[5]), .clk(clk), .rst(rst));
    dff mod6(.q(out[6]), .d(w1[6]), .clk(clk), .rst(rst));
    dff mod7(.q(out[7]), .d(w1[7]), .clk(clk), .rst(rst));
    dff mod8(.q(out[8]), .d(w1[8]), .clk(clk), .rst(rst));
    dff mod9(.q(out[9]), .d(w1[9]), .clk(clk), .rst(rst));
    dff mod10(.q(out[10]), .d(w1[10]), .clk(clk), .rst(rst));
    dff mod11(.q(out[11]), .d(w1[11]), .clk(clk), .rst(rst));
    dff mod12(.q(out[12]), .d(w1[12]), .clk(clk), .rst(rst));
    dff mod13(.q(out[13]), .d(w1[13]), .clk(clk), .rst(rst));
    dff mod14(.q(out[14]), .d(w1[14]), .clk(clk), .rst(rst));
    dff mod15(.q(out[15]), .d(w1[15]), .clk(clk), .rst(rst));
    mux2_1_16bit mod16(.out(w1), .in0(out), .in1(in), .sel(en));
endmodule
module dff_8bit(out, in, en, rst, clk);
    input [7:0] in;
    input en, rst, clk;
    output [7:0] out;
    wire [7:0] w1;
    dff mod0(.q(out[0]), .d(w1[0]), .clk(clk), .rst(rst));
    dff mod1(.q(out[1]), .d(w1[1]), .clk(clk), .rst(rst));
    dff mod2(.q(out[2]), .d(w1[2]), .clk(clk), .rst(rst));
    dff mod3(.q(out[3]), .d(w1[3]), .clk(clk), .rst(rst));
    dff mod4(.q(out[4]), .d(w1[4]), .clk(clk), .rst(rst));
    dff mod5(.q(out[5]), .d(w1[5]), .clk(clk), .rst(rst));
    dff mod6(.q(out[6]), .d(w1[6]), .clk(clk), .rst(rst));
    dff mod7(.q(out[7]), .d(w1[7]), .clk(clk), .rst(rst));
    mux2_1_8bit mod8(.out(w1), .in0(out), .in1(in), .sel(en));
endmodule
module mux2_1_8bit(out, in0, in1, sel);
    input [7:0] in0, in1;
    input sel;
    output [7:0] out;
    mux2_1 mux0(.InA(in0[0]), .InB(in1[0]), .S(sel), .Out(out[0]));
    mux2_1 mux1(.InA(in0[1]), .InB(in1[1]), .S(sel), .Out(out[1]));
    mux2_1 mux2(.InA(in0[2]), .InB(in1[2]), .S(sel), .Out(out[2]));
    mux2_1 mux3(.InA(in0[3]), .InB(in1[3]), .S(sel), .Out(out[3]));
    mux2_1 mux4(.InA(in0[4]), .InB(in1[4]), .S(sel), .Out(out[4]));
    mux2_1 mux5(.InA(in0[5]), .InB(in1[5]), .S(sel), .Out(out[5]));
    mux2_1 mux6(.InA(in0[6]), .InB(in1[6]), .S(sel), .Out(out[6]));
    mux2_1 mux7(.InA(in0[7]), .InB(in1[7]), .S(sel), .Out(out[7]));
endmodule
module regMemWB(    clk, rst, en,
                    instr,
                    mem_data_out,
                    alu_out,
                    imm_8_ext,
                    btr_out,
                    pc_plus_two,
                    cond_set,
                    RegDst_out,
                    RegDataSrc_out,
                    RegWriteEN_out,
                    instr_in,
                    readData_in,
                    aluResult_in,
                    imm_8_ext_in,
                    btr_out_in,
                    pc_plus_two_in,
                    set_in,
                    RegDst_in,
                    RegDataSrc_in,
                    RegWriteEN_in,
                    dst_reg_num_in,
                    dst_reg_num_out 
    );
    input en, rst, clk;
    input [15:0] instr_in;
    input [15:0] readData_in;
    input [15:0] aluResult_in;  
    input [15:0] imm_8_ext_in;  
    input [15:0] btr_out_in;
    input [15:0] pc_plus_two_in;  
    input [15:0] set_in;
    output [15:0] instr;
    output [15:0] mem_data_out;
    output [15:0] alu_out;
    output [15:0] imm_8_ext;
    output [15:0] btr_out;
    output [15:0] pc_plus_two;
    output [15:0] cond_set;
    input [2:0] RegDataSrc_in;
    output [2:0] RegDataSrc_out;
    input RegWriteEN_in;
    output RegWriteEN_out;
    input [1:0] RegDst_in;
    output [1:0] RegDst_out; 
    wire [1:0] w1;  
    input [2:0] dst_reg_num_in;
    output [2:0] dst_reg_num_out;
    wire [4:0] w2;
    dff_16bit dff1(.out(instr), .in(instr_in), .en(en), .rst(rst), .clk(clk));
    dff_16bit dff2(.out(mem_data_out), .in(readData_in), .en(en), .rst(rst), .clk(clk));
    dff_16bit dff3(.out(alu_out), .in(aluResult_in), .en(en), .rst(rst), .clk(clk));
    dff_16bit dff4(.out(imm_8_ext), .in(imm_8_ext_in), .en(en), .rst(rst), .clk(clk));
    dff_16bit dff5(.out(btr_out), .in(btr_out_in), .en(en), .rst(rst), .clk(clk));
    dff_16bit dff6(.out(pc_plus_two), .in(pc_plus_two_in), .en(en), .rst(rst), .clk(clk));
    dff_16bit dff7(.out(cond_set), .in(set_in), .en(en), .rst(rst), .clk(clk));
    dff_8bit dff8(  .out({RegDataSrc_out, RegWriteEN_out, RegDst_out, w1}), 
                    .in({RegDataSrc_in, RegWriteEN_in, RegDst_in, 2'bx}), 
                    .en(en), 
                    .rst(rst), 
                    .clk(clk));
    dff_8bit dff9(  .out({dst_reg_num_out, w2}), 
                    .in({dst_reg_num_in, 5'bx}), 
                    .en(en), 
                    .rst(rst), 
                    .clk(clk));
endmodule
==> ./config.mk <==
export PLATFORM = sky130hd
export DESIGN_NAME = regMemWB
export DESIGN_NICKNAME = regMemWB
export VERILOG_FILES = /design/flow/design.v
export SDC_FILE = /design/flow/constraint.sdc
export NUM_CORES = 4
export LEC_CHECK = 1
export CORE_UTILIZATION = 30
==> ./run.sh <==
#!/bin/bash
# OpenROAD 26Q1-2900-gdf79404cd8, Yosys 0.63+post, stock flow scripts
make -C /OpenROAD-flow-scripts/flow DESIGN_CONFIG=/design/flow/config.mk WORK_HOME=/design/flow/orfs finish
==> ./constraint.sdc <==
current_design regMemWB

set clk_period 1.0
set clk_io_pct 0.2

create_clock -name clk0 -period $clk_period [get_ports {clk}]

set non_clock_inputs [all_inputs -no_clocks]
set_input_delay [expr $clk_period * $clk_io_pct] -clock clk0 $non_clock_inputs
set_output_delay [expr $clk_period * $clk_io_pct] -clock clk0 [all_outputs]
==> flow_summary_export.csv <==
group,metric,value,unit
sta,layout_min_cycle_time,1034,ps
floorplan,die_h,134.5,µm
sta,max_freq,0.9674,GHz
grt,antenna_found_initial,0,
power_and_ir_drop,p_comb_share,11.4,%
min_path,hold_depth,3,
sta,hold_violations,0,
placed_design,hpwl,7838,µm
grt,grt_overflow,0,
placed_design,place_area,7005,µm²
route,drc,0,
status,violations,"negative setup slack",
clock_network,h-tree-depth,4,
power_and_ir_drop,p_total,12.85,mW
synth,ys_area,5269,µm²
flow_run,maxCapViolCount,0,
route,via_per_inst,4.055,
setup_path,cp_data_arrival_time,830,ps
sta,maxSlewHeadroom,79.79,%
setup_path,startpoint_type,"register",
floorplan,fp.dieW,134.5,µm
power_and_ir_drop,power_switching,2.703,mW
floorplan,coreArea,17240,µm²
final_layout,postLayoutCoreUtil,41.76,%
synth,synth-seq-cells,121,
clock_network,tritoncts,"built",
grt,grt_max_degree,65,
final_layout,layout-drive-gt1-share,44.71,%
power_and_ir_drop,p_per_area,1785,nW/µm²
final_layout,fill_cells,1614,
sta,worst_slack,-33.67,ps
synth,yosys.cell_types.count,7,
synth,yosys_warnings,1,
setup_path,crit_family,"flip-flops",
clock_network,clk_pin_slew_worst_paths,50,ps
sta,hold_slack,256.3,ps
route,drt_wl_total,11440,µm
setup_path,crit_path_end_kind,"output pin",
synth,syn_area,5269,µm²
setup_path,reg2reg_depth,4,
power_and_ir_drop,pwr-share-seq,41.2,%
final_layout,fin_area,7198,µm²
setup_path,worst-path-buf-inv,1,
setup_path,critical_path.max_fanout,2,
synth,syn_inst,510,
setup_path,critPathMaxStageDelay,320,ps
route,wl_per_cell,12.90,µm
clock_network,clockRootBuffer,"clkbuf_16",
grt,grt_pass1_wl,17950,µm
grt,grt_pass1_vias,3595,
setup_path,cp_cell_sequence,"buf_2",
sta,finalCritPeriodShare,103.4,%
sta,setup_viol,121,
min_path,min_from,"rst",
placed_design,place_congestion,0.7772,
power_and_ir_drop,pwr-share-clk,47.4,%
status,status,"finished, violations left",
setup_path,critical_path.slowest_cell,"dfxtp_2",
sta,rsz0062_at_grt,"true",
floorplan,initial_core_util,30.57,%
route,ant_nets,0,
sta,drv_slew,0,
power_and_ir_drop,p_leak,3.509,nW
setup_path,worstPathRequired,800,ps
sta,finClkSkew,0,ps
final_layout,comb_area,1665,µm²
synth,yosys.stat.seqShare,45.97,%
final_layout,syn_to_final_growth,36.62,%
setup_path,worstSetupPathType,"reg -> out",
floorplan,die_area,18100,µm²
route,drtPass1Iterations,4,
clock_network,ctsLongestPathBuffers,2,
synth,yosysCellCount,510,
grt,grt_util_all_layers,12.80,%
floorplan,rows,48,
final_layout,regArea,2574,µm²
power_and_ir_drop,p_int,10.15,mW
placed_design,port_buffers,244,
power_and_ir_drop,max-vdd-ir-drop,1.128,mV
power_and_ir_drop,p_sw_share,21.03,%
route,drtIter0Drc,123,
clock_network,insertion_delay,410,ps
clock_network,postCtsHoldBufs,0,
route,n_antenna_cell,0,
clock_network,clock-sinks,121,
synth,postSynthAreaPerCell,10.33,µm²
sta,worst_pin_slew,303.1,ps
flow_run,warnings,27,
setup_path,r2r_slack,140,ps
clock_network,cts_buffers,17,
min_path,hold_class,"in -> reg",
floorplan,pin_count,245,
route,vias,3597,
## per-stage QoR
step / setup slack [ps] / instances / setup TNS, ps
5_1_grt: -81.87 / 887 / -7890
6_report: -33.67 / 887 / -2501
3_5_place_dp: -40.49 / 848 / -1140
3_3_place_gp: -34.59 / 848 / -138.8
4_1_cts: -59.98 / 883 / -5470
2_1_floorplan: 47.09 / 510 / 0
## power groups by stage
stage | sequential (mW) | clock (mW) | combinational [mW]
4_1_cts | 5.30 | 6.27 | 1.48
5_1_grt | 5.33 | 6.53 | 1.61
6_report | 5.30 | 6.09 | 1.46
## cell usage after synthesis
library cell | n | area share (%)
buf_12 | 10 | 3.8
buf_2 | 1 | 0.095
buf_4 | 124 | 18
clkbuf_1 | 12 | 0.85
dfxtp_1 | 121 | 46
mux2i_1 | 121 | 23
nor2_1 | 121 | 8.6
## placed cells by master, fill, tap and decap left out, drive strengths merged
cell type	count
bufinv	3
clkinvlp	1
clkinv	5
dfxtp	121
clkbuf	22
nor2	121
mux2i	121
clkdlybuf4s50	121
buf	147
## routing by layer
| layer | vias up | wire (µm) | global-route usage (%) |
|---|---|---|---|
| li1 | 1807 | - | - |
| met1 | 1631 | 5173 | 17.99 |
| met2 | 150 | 5138 | 19.92 |
| met3 | 9 | 992 | 4.444 |
| met5 | - | 0 | 0 |
| met4 | 0 | 139 | 1.623 |
## kinds of logic (layout without fill, tap and decap cells)
logic type | Yosys count | count (layout) | share of synthesized area [%]
muxes | 121 | 121 | 22.99
DFF | 121 | 121 | 45.97
buffers and inverters | 147 | 299 | 22.42
and+or+nand+nor | 121 | 121 | 8.620
## cell type report
class	count	area share (%)
repair buffers	268	29.05
multi-input cells	242	23.14
clock buffers	22	6.449
well taps	225	3.911
flip-flops and latches	121	35.76
clock inverters	9	1.703
## repair_timing
item | in CTS | in global routing
resized | 486 | 0
endpoints found under the setup margin | 121 | 121
buffers inserted | 4 | 4
## worst max-delay path by stage
stage,end,cells after the start,slack (ps),startpoint
CTS,mem_data_out[4],1,-60,register
global route,dst_reg_num_out[1],1,-80,register
finish,mem_data_out[4],1,-30,register
Power figures rest on the tool's default switching activity, not on a simulated workload.
