`./config.mk`:
```
export PLATFORM = sky130hd
export DESIGN_NAME = regEXMem
export DESIGN_NICKNAME = regEXMem
export VERILOG_FILES = /design/flow/design.v
export SDC_FILE = /design/flow/constraint.sdc
export NUM_CORES = 4
export LEC_CHECK = 1
export CORE_UTILIZATION = 40
```
`./constraint.sdc`:
```
current_design regEXMem

set clk_period 1.0
set clk_io_pct 0.2

create_clock -name clk0 -period $clk_period [get_ports {clk}]

set non_clock_inputs [all_inputs -no_clocks]
set_input_delay [expr $clk_period * $clk_io_pct] -clock clk0 $non_clock_inputs
set_output_delay [expr $clk_period * $clk_io_pct] -clock clk0 [all_outputs]
```
`./design.v`:
```
module dff (q, d, clk, rst);
    output         q;
    input          d;
    input          clk;
    input          rst;
    reg            state;
    assign #(1) q = state;
    always @(posedge clk) begin
      state = rst? 0 : d;
    end
endmodule
module mux2_1(InA, InB, S, Out);
    input InA, InB, S;
    output Out;
    wire S, S_n, w1, w2, w3, w4, w5;
    not1 mod1(.in1(S), .out(S_n));
    nand2 mod2(.in1(S_n), .in2(InA), .out(w1));
    nand2 mod3(.in1(S), .in2(InB), .out(w2));
    not1 mod4(.in1(w1), .out(w3));
    not1 mod5(.in1(w2), .out(w4));
    nor2 mod6(.in1(w3), .in2(w4), .out(w5));
    not1 mod7(.in1(w5), .out(Out));
endmodule
module nand2 (in1,in2,out);
input in1,in2;
output out;
assign out = ~(in1 & in2);
endmodule
module nor2 (in1,in2,out);
input in1,in2;
output out;
assign out = ~(in1 | in2);
endmodule
module not1 (in1,out);
input in1;
output out;
assign out = ~in1;
endmodule
module mux2_1_16bit(out, in0, in1, sel);
    input [15:0] in0, in1;
    input sel;
    output [15:0] out;
    mux2_1 mux0(.InA(in0[0]), .InB(in1[0]), .S(sel), .Out(out[0]));
    mux2_1 mux1(.InA(in0[1]), .InB(in1[1]), .S(sel), .Out(out[1]));
    mux2_1 mux2(.InA(in0[2]), .InB(in1[2]), .S(sel), .Out(out[2]));
    mux2_1 mux3(.InA(in0[3]), .InB(in1[3]), .S(sel), .Out(out[3]));
    mux2_1 mux4(.InA(in0[4]), .InB(in1[4]), .S(sel), .Out(out[4]));
    mux2_1 mux5(.InA(in0[5]), .InB(in1[5]), .S(sel), .Out(out[5]));
    mux2_1 mux6(.InA(in0[6]), .InB(in1[6]), .S(sel), .Out(out[6]));
    mux2_1 mux7(.InA(in0[7]), .InB(in1[7]), .S(sel), .Out(out[7]));
    mux2_1 mux8(.InA(in0[8]), .InB(in1[8]), .S(sel), .Out(out[8]));
    mux2_1 mux9(.InA(in0[9]), .InB(in1[9]), .S(sel), .Out(out[9]));
    mux2_1 mux10(.InA(in0[10]), .InB(in1[10]), .S(sel), .Out(out[10]));
    mux2_1 mux11(.InA(in0[11]), .InB(in1[11]), .S(sel), .Out(out[11]));
    mux2_1 mux12(.InA(in0[12]), .InB(in1[12]), .S(sel), .Out(out[12]));
    mux2_1 mux13(.InA(in0[13]), .InB(in1[13]), .S(sel), .Out(out[13]));
    mux2_1 mux14(.InA(in0[14]), .InB(in1[14]), .S(sel), .Out(out[14]));
    mux2_1 mux15(.InA(in0[15]), .InB(in1[15]), .S(sel), .Out(out[15]));
endmodule
module dff_16bit(out, in, en, rst, clk);
    input [15:0] in;
    input en, rst, clk;
    output [15:0] out;
    wire [15:0] w1;
    dff mod0(.q(out[0]), .d(w1[0]), .clk(clk), .rst(rst));
    dff mod1(.q(out[1]), .d(w1[1]), .clk(clk), .rst(rst));
    dff mod2(.q(out[2]), .d(w1[2]), .clk(clk), .rst(rst));
    dff mod3(.q(out[3]), .d(w1[3]), .clk(clk), .rst(rst));
    dff mod4(.q(out[4]), .d(w1[4]), .clk(clk), .rst(rst));
    dff mod5(.q(out[5]), .d(w1[5]), .clk(clk), .rst(rst));
    dff mod6(.q(out[6]), .d(w1[6]), .clk(clk), .rst(rst));
    dff mod7(.q(out[7]), .d(w1[7]), .clk(clk), .rst(rst));
    dff mod8(.q(out[8]), .d(w1[8]), .clk(clk), .rst(rst));
    dff mod9(.q(out[9]), .d(w1[9]), .clk(clk), .rst(rst));
    dff mod10(.q(out[10]), .d(w1[10]), .clk(clk), .rst(rst));
    dff mod11(.q(out[11]), .d(w1[11]), .clk(clk), .rst(rst));
    dff mod12(.q(out[12]), .d(w1[12]), .clk(clk), .rst(rst));
    dff mod13(.q(out[13]), .d(w1[13]), .clk(clk), .rst(rst));
    dff mod14(.q(out[14]), .d(w1[14]), .clk(clk), .rst(rst));
    dff mod15(.q(out[15]), .d(w1[15]), .clk(clk), .rst(rst));
    mux2_1_16bit mod16(.out(w1), .in0(out), .in1(in), .sel(en));
endmodule
module regEXMem(
    clk, rst, en,
    pc_plus_two_out,
    imm_8_ext_out,
    aluResult_out,
    writeData_out,
    btr_out_out,
    instr_out,
    set_out,
    MemEn_out, 
    MemWr_out, 
    halt_out,
    RegDst_out,
    RegDataSrc_out,
    RegWriteEN_out,
    pc_plus_two_in,
    imm_8_ext_in,
    Out_in,
    read_data_2_in,
    btr_out_in,
    instr_in,
    set_in,
    MemEn_in, 
    MemWr_in, 
    dump_in,
    RegDst_in,
    RegDataSrc_in,
    RegWriteEN_in,
    dst_reg_num_in,
    dst_reg_num_out
    );
    input en, rst, clk;
    input [15:0] pc_plus_two_in;
    output  [15:0] pc_plus_two_out;
    input [15:0] imm_8_ext_in;
    output [15:0] imm_8_ext_out;
    input [15:0] Out_in;
    output [15:0] aluResult_out;
    input [15:0] read_data_2_in;
    output [15:0] writeData_out;
    input [15:0] btr_out_in;
    output [15:0] btr_out_out;
    input [15:0] instr_in;
    output [15:0] instr_out;
    input [15:0] set_in;
    output [15:0] set_out;
    input MemEn_in, MemWr_in, dump_in;
    output MemEn_out, MemWr_out, halt_out;
    input [1:0] RegDst_in;
    output [1:0] RegDst_out;
    input [2:0] RegDataSrc_in;
    output [2:0] RegDataSrc_out;  
    input RegWriteEN_in;
    output RegWriteEN_out;
    wire [3:0] w1;  
    input [2:0] dst_reg_num_in;
    output [2:0] dst_reg_num_out; 
    dff_16bit dff1(.out(pc_plus_two_out), .in(pc_plus_two_in), .en(en), .rst(rst), .clk(clk));
    dff_16bit dff2(.out(imm_8_ext_out), .in(imm_8_ext_in), .en(en), .rst(rst), .clk(clk));
    dff_16bit dff3(.out(aluResult_out), .in(Out_in), .en(en), .rst(rst), .clk(clk));
    dff_16bit dff4(.out(writeData_out), .in(read_data_2_in), .en(en), .rst(rst), .clk(clk));
    dff_16bit dff5(.out(btr_out_out), .in(btr_out_in), .en(en), .rst(rst), .clk(clk));
    dff_16bit dff6(.out(instr_out), .in(instr_in), .en(en), .rst(rst), .clk(clk));
    dff_16bit dff7(.out(set_out), .in(set_in), .en(en), .rst(rst), .clk(clk));
    dff_16bit dff8( .out({MemEn_out, MemWr_out, halt_out, RegDst_out, RegWriteEN_out, RegDataSrc_out, dst_reg_num_out, w1}),
                    .in({MemEn_in, MemWr_in, dump_in, RegDst_in, RegWriteEN_in, RegDataSrc_in, dst_reg_num_in, 4'bx}), 
                    .en(en), 
                    .rst(rst), 
                    .clk(clk));
endmodule
```
`./run.sh`:
```
#!/bin/bash
# OpenROAD 26Q1-2900-gdf79404cd8, Yosys 0.63+post, stock flow scripts
make -C /OpenROAD-flow-scripts/flow DESIGN_CONFIG=/design/flow/config.mk WORK_HOME=/design/flow/orfs finish
```
==> job_summary.md <==
### Metrics collected by this job

| Metric | Value |
|---|---|
| Mapped Area | `5333 um^2` |
| # DRC | `0` |
| Die X | `117.5 um` |
| CTS buffer count | `17` |
| Vias in the first global route | `3615` |
| Worst slack at placement | `-0.07030 ns` |
| Largest net degree at the start of global routing | `34` |
| Height of the die | `117.5 um` |
| CORE AREA | `12820 um^2` |
| Hold Vio Cnt, Final | `0` |
| Final Routed Wirelength | `12.65 mm` |
| Max-cap violations | `0` |
| Overflow after GRT | `0` |
| Worst path arrival time | `0.84 ns` |
| Crit Path Class | `register to output pin` |
| Worst path bufs/invs | `1` |
| CP max stage delay | `0.31 ns` |
| Syn Area/Cell | `10.26 um^2` |
| Max-slew violations | `0` |
| Antenna violations before repair | `0` |
| Ports | `251` |
| Clk sink count | `124` |
| FMAX | `0.9628 GHz` |
| CTS root buf | `clkbuf_16` |
| Layout area overhead | `36.51%` |
| Longest Clk Path Bufs | `2` |
| Final period util | `1.039` |
| Setup Skew | `0 ns` |
| Crit. End Element | `output pin` |
| Failing checks | `setup timing` |
| Post-synthesis cell count | `520` |
| LEAKAGE | `3.587 nW` |
| Status | `finished with violations` |
| Pwr/cell area | `1760 nW/um^2` |
| Hold Crit Start | `rst` |
| Clock latency on the worst-skew pair | `0.41 ns` |
| Clock-pin slew on the worst setup and hold paths | `0.05 ns` |
| Post-route ant nets | `0` |
| Peak supply drop | `0.001159 V` |
| Setup TNS | `-2.631 ns` |
| Pre-Repair DR Iteration Count | `4` |
| Buffers on Ports | `250` |
| Post-synth seq share | `0.4655` |
| FP Rows | `41` |
| Worst Hold Class | `primary input to register` |
| Distinct lib cells | `9` |
| Die ar. | `13800 um^2` |
| Initial DRC count | `148` |
| Largest fanout on the critical path | `2` |
| H-tree depth | `4` |
| RSZ-0062 raised after global routing | `true` |
| Layout cells sized above 1 | `0.4454` |
| CTS tree | `yes` |
| Avg Vias per Cell | `4.360` |
| Hpwl dp | `9.156 mm` |
| Via Count | `3706` |
| Worst-Margin Slew | `0.2403 ns` |
| Worst path cell trace | `buf_2` |
| Log Warnings | `27` |
| Routability Congestion | `0.8240` |
| Crit-path slowest cell | `dfxtp_2` |
| Fin crit period | `1.039 ns` |
| Drt wl/cell | `14.88 um` |
| Ys cells | `520` |
| Critical path required time | `0.80 ns` |
| Initial Util | `0.4158` |
| Finish-stage setup viols | `124` |
| Hold-fix buffers, CTS | `0` |
| First-pass GRT wire length | `19.57 mm` |
| Hold_ws | `0.1361 ns` |
| Antenna cells | `0` |
| Final worst setup slack | `-0.03860 ns` |
| Fillers | `1168` |
| Yosys stat chip area | `5333 um^2` |
| Synth flops | `124` |
| Overall Global Routing Usage | `0.1846` |
| Slew HR | `0.8398` |
| Yosys warns | `1` |
| Setup crit start kind | `register` |
| CP top delay family | `flip-flops` |
==> metrics by stage <==
step	cell area (um^2)	std cells	power (mW)	util
after global placement	7121	811	7.239	0.5552
after detailed placement	7121	811	7.263	0.5552
final	7279	850	12.81	0.5676
after CTS	7256	847	12.97	0.5658
after floorplan	5333	520	6.413	-
after global routing	7279	850	13.41	0.5676
==> cells in the mapped netlist <==
master    count  area, um^2
buf_4       127       953.4
buf_1         4       15.01
buf_12        6       120.1
buf_8         1       15.01
nor2_1      124       465.5
buf_2         2       10.01
clkbuf_1      8       30.03
mux2i_1     124        1241
dfxtp_1     124        2482
==> timing repair <==
action,CTS,global route
resized,509,1
endpoints found under the setup margin,124,124
setup buffers,4,3
==> cells by family after synthesis <==
group | Yosys count | synth area share
buffers and inverters | 148 | 0.2145
multiplexers | 124 | 0.2328
flip-flops | 124 | 0.4655
AND/OR/NAND/NOR | 124 | 0.08728
==> cells in the final DEF (no fill, tap or decap) <==
master,netlist,final
buf_12,6,7
buf_2,2,124
buf_4,127,18
buf_6,0,1
bufinv_16,0,2
clkbuf_1,8,4
clkbuf_16,0,17
clkbuf_8,0,3
clkdlybuf4s50_1,0,124
clkinv_2,0,6
dfxtp_2,0,124
mux2i_1,124,124
nor2_1,124,124
==> final timing paths <==
kind / slack, ns / cells past startpoint / end
min: 0.14 / 2 / register
max: -0.04 / 1 / set_out[11]
max reg2reg: 0.06 / 5 / register
min reg2reg: 0.48 / 2 / register
==> cell type report <==
| type | count | area, um^2 | area share |
|---|---|---|---|
| clock buffer | 24 | 481.7 | 0.06617 |
| clock inverter | 8 | 90.09 | 0.01238 |
| multi-input combinational | 248 | 1707 | 0.2344 |
| sequential | 124 | 2638 | 0.3623 |
| tap | 172 | 215.2 | 0.02956 |
| timing repair buffer | 274 | 2148 | 0.2951 |
==> per-layer routing <==
| metal | up-vias | wire length, um | global-route usage |
|---|---|---|---|
| li1 | 1844 | - | - |
| met1 | 1673 | 5559 | 0.2562 |
| met2 | 178 | 5534 | 0.2833 |
| met3 | 11 | 1387 | 0.07708 |
| met4 | 0 | 164 | 0.02484 |
| met5 | - | 0 | 0 |
==> power breakdown <==
part	switching [mW]	internal [mW]	total, mW
Combinational	0.526	0.992	1.52
Clock	2.03	3.83	5.86
Sequential	0.131	5.30	5.43
Power and IR drop assume default switching activity.
