## flow/config.mk

```make
export PLATFORM = sky130hd
export DESIGN_NAME = fifo
export DESIGN_NICKNAME = fifo
export VERILOG_FILES = /design/flow/design.v
export SDC_FILE = /design/flow/constraint.sdc
export NUM_CORES = 4
export LEC_CHECK = 1
export CORE_UTILIZATION = 50
```

## flow/constraint.sdc

```tcl
current_design fifo

set clk_period 5.5
set clk_io_pct 0.2

create_clock -name clk0 -period $clk_period [get_ports {clk}]

set non_clock_inputs [all_inputs -no_clocks]
set_input_delay [expr $clk_period * $clk_io_pct] -clock clk0 $non_clock_inputs
set_output_delay [expr $clk_period * $clk_io_pct] -clock clk0 [all_outputs]
```

## flow/design.v

```verilog
module dff (q, d, clk, rst);
    output         q;
    input          d;
    input          clk;
    input          rst;
    reg            state;
    assign #(1) q = state;
    always @(posedge clk) begin
      state = rst? 0 : d;
    end
endmodule
module mux2_1(InA, InB, S, Out);
    input InA, InB, S;
    output Out;
    wire S, S_n, w1, w2, w3, w4, w5;
    not1 mod1(.in1(S), .out(S_n));
    nand2 mod2(.in1(S_n), .in2(InA), .out(w1));
    nand2 mod3(.in1(S), .in2(InB), .out(w2));
    not1 mod4(.in1(w1), .out(w3));
    not1 mod5(.in1(w2), .out(w4));
    nor2 mod6(.in1(w3), .in2(w4), .out(w5));
    not1 mod7(.in1(w5), .out(Out));
endmodule
module mux4_1(Out, InA, InB, InC, InD, S);
    input InA, InB, InC, InD;
    input [1:0] S;
    output Out;
    wire mux1_out, mux2_out;
    mux2_1 mod1(.InA(InA), .InB(InB), .S(S[0]), .Out(mux1_out));
    mux2_1 mod2(.InA(InC), .InB(InD), .S(S[0]), .Out(mux2_out));
    mux2_1 mod3(.InA(mux1_out), .InB(mux2_out), .S(S[1]), .Out(Out));
endmodule
module nand2 (in1,in2,out);
input in1,in2;
output out;
assign out = ~(in1 & in2);
endmodule
module nor2 (in1,in2,out);
input in1,in2;
output out;
assign out = ~(in1 | in2);
endmodule
module not1 (in1,out);
input in1;
output out;
assign out = ~in1;
endmodule
module statereg (state, next_state, Clk, Reset);
input [3:0] next_state;
output [3:0] state;
input Clk;
input Reset;
dff state_flops[3:0] (
  .d(next_state),
  .q(state),
  .clk(Clk),
  .rst(Reset)
);
endmodule
module and2(out, in1, in2);
    input in1, in2;
    output out;
    assign out = in1 & in2;
endmodule  
module mux2_1_16bit(out, in0, in1, sel);
    input [15:0] in0, in1;
    input sel;
    output [15:0] out;
    mux2_1 mux0(.InA(in0[0]), .InB(in1[0]), .S(sel), .Out(out[0]));
    mux2_1 mux1(.InA(in0[1]), .InB(in1[1]), .S(sel), .Out(out[1]));
    mux2_1 mux2(.InA(in0[2]), .InB(in1[2]), .S(sel), .Out(out[2]));
    mux2_1 mux3(.InA(in0[3]), .InB(in1[3]), .S(sel), .Out(out[3]));
    mux2_1 mux4(.InA(in0[4]), .InB(in1[4]), .S(sel), .Out(out[4]));
    mux2_1 mux5(.InA(in0[5]), .InB(in1[5]), .S(sel), .Out(out[5]));
    mux2_1 mux6(.InA(in0[6]), .InB(in1[6]), .S(sel), .Out(out[6]));
    mux2_1 mux7(.InA(in0[7]), .InB(in1[7]), .S(sel), .Out(out[7]));
    mux2_1 mux8(.InA(in0[8]), .InB(in1[8]), .S(sel), .Out(out[8]));
    mux2_1 mux9(.InA(in0[9]), .InB(in1[9]), .S(sel), .Out(out[9]));
    mux2_1 mux10(.InA(in0[10]), .InB(in1[10]), .S(sel), .Out(out[10]));
    mux2_1 mux11(.InA(in0[11]), .InB(in1[11]), .S(sel), .Out(out[11]));
    mux2_1 mux12(.InA(in0[12]), .InB(in1[12]), .S(sel), .Out(out[12]));
    mux2_1 mux13(.InA(in0[13]), .InB(in1[13]), .S(sel), .Out(out[13]));
    mux2_1 mux14(.InA(in0[14]), .InB(in1[14]), .S(sel), .Out(out[14]));
    mux2_1 mux15(.InA(in0[15]), .InB(in1[15]), .S(sel), .Out(out[15]));
endmodule
module mux4_1_16bit (out, sel, in0, in1, in2, in3);
    input [3:0] in0, in1, in2, in3;
    input [1:0] sel;
    output [3:0] out;
    mux4_1 mux0(.Out(out[0]), .InA(in0[0]), .InB(in1[0]), .InC(in2[0]), .InD(in3[0]), .S(sel));
    mux4_1 mux1(.Out(out[1]), .InA(in0[1]), .InB(in1[1]), .InC(in2[1]), .InD(in3[1]), .S(sel));
    mux4_1 mux2(.Out(out[2]), .InA(in0[2]), .InB(in1[2]), .InC(in2[2]), .InD(in3[2]), .S(sel));
    mux4_1 mux3(.Out(out[3]), .InA(in0[3]), .InB(in1[3]), .InC(in2[3]), .InD(in3[3]), .S(sel));
endmodule
module decoder2_4(out, in);
    input [1:0] in;
    output [3:0] out;
    and2 mod0(.out(out[0]), .in1(~in[0]), .in2(~in[1]));
    and2 mod1(.out(out[1]), .in1(in[0]), .in2(~in[1]));
    and2 mod2(.out(out[2]), .in1(~in[0]), .in2(in[1]));
    and2 mod3(.out(out[3]), .in1(in[0]), .in2(in[1]));
endmodule
module fifo( 
   data_out, fifo_empty, fifo_full, err,
   data_in, data_in_valid, pop_fifo, clk, rst
   );
   input [63:0] data_in;
   input        data_in_valid;
   input        pop_fifo;
   input        clk;
   input        rst;
   output [63:0] data_out;
   output        fifo_empty;
   output        fifo_full;
   output        err;
   wire [2:0] state;
   wire [2:0] next_state;
   wire [1:0] wp;
   wire [1:0] rp;
    fifo_ctr fifo_ctr(    .clk(clk), 
                          .rst(rst), 
                          .data_in_valid(data_in_valid), 
                          .pop_fifo(pop_fifo), 
                          .fifo_empty(fifo_empty), 
                          .fifo_full(fifo_full),
                          .rp(rp), 
                          .wp(wp),
                          .err(err));
    statereg state_reg(   .state(state), 
                          .next_state(next_state), 
                          .Clk(clk), 
                          .Reset(rst));
    fifo_reg fifo_reg(    .data_out(data_out), 
                          .data_in(data_in), 
                          .write_ptr(wp), 
                          .read_ptr(rp),
                          .data_in_valid(data_in_valid),
                          .fifo_full(fifo_full),
                          .fifo_empty(fifo_empty), 
                          .rst(rst), 
                          .clk(clk));
endmodule
module fifo_ctr(clk, rst, data_in_valid, pop_fifo, fifo_empty, fifo_full, rp, wp, err);
input rst, clk, data_in_valid, pop_fifo;   
output fifo_empty, fifo_full;      
output [1:0] rp, wp;
output err;
reg fifo_empty, fifo_full;
reg[2:0] fifo_counter;
reg[1:0] wp, rp;         
reg err;
always @(fifo_counter)
begin
   fifo_empty = (fifo_counter==0);
   fifo_full = (fifo_counter== 4);
end
always @ (posedge clk or posedge rst)
begin
   if(rst) begin
       fifo_counter <= 0;
       err <= 0;
   end
   else if((!fifo_full && data_in_valid) && ( !fifo_empty && pop_fifo ))
       fifo_counter <= fifo_counter;
   else if( !fifo_full && data_in_valid )
       fifo_counter <= fifo_counter + 1;
   else if( !fifo_empty && pop_fifo )
       fifo_counter <= fifo_counter - 1;
   else
      fifo_counter <= fifo_counter;
end
always@(posedge clk or posedge rst)
begin
   if(rst)
   begin
      wp <= 0;
      rp <= 0;
   end
   else
   begin
      if(!fifo_full && data_in_valid)    wp <= wp + 1;
          else  wp <= wp;
      if( !fifo_empty && pop_fifo )   rp <= rp + 1;
          else rp <= rp;
   end
end
endmodule
module fifo_reg(data_out, data_in, write_ptr, read_ptr, data_in_valid, fifo_full, fifo_empty, rst, clk);
    input [63:0] data_in;
    input rst, clk;
    input [1:0] write_ptr, read_ptr;
    input data_in_valid;
    input fifo_full, fifo_empty;
    output [63:0] data_out;
    wire [3:0] decode_out;
    wire en0, en1, en2, en3;
    wire [63:0] reg_out0, reg_out1, reg_out2, reg_out3;
    wire data_in_valid_ctr;
    wire rst_ctr;
    decoder2_4 decoder(.out(decode_out), .in(write_ptr));
    and2 and_0(.out(data_in_valid_ctr), .in1(~fifo_full), .in2(data_in_valid));
    and2 and_1(.out(en0), .in1(data_in_valid_ctr), .in2(decode_out[0]));
    and2 and_2(.out(en1), .in1(data_in_valid_ctr), .in2(decode_out[1]));
    and2 and_3(.out(en2), .in1(data_in_valid_ctr), .in2(decode_out[2]));
    and2 and_4(.out(en3), .in1(data_in_valid_ctr), .in2(decode_out[3]));
    reg_64bit reg0 (.out(reg_out0), .in(data_in), .clk(clk), .rst(rst), .en(en0));
    reg_64bit reg1 (.out(reg_out1), .in(data_in), .clk(clk), .rst(rst), .en(en1));
    reg_64bit reg2 (.out(reg_out2), .in(data_in), .clk(clk), .rst(rst), .en(en2));
    reg_64bit reg3 (.out(reg_out3), .in(data_in), .clk(clk), .rst(rst), .en(en3));
    mux4_1_64bit mux0 (.out(data_out), .in0(reg_out0), .in1(reg_out1), .in2(reg_out2), .in3(reg_out3), .sel(read_ptr));
endmodule
module mux4_1_64bit(out, in0, in1, in2, in3, sel);
    output [63:0] out;
    input [63:0] in0, in1, in2, in3;
    input [1:0] sel;
    mux4_1_16bit mux0 (.out(out[15:0]), .sel(sel), .in0(in0[15:0]), .in1(in1[15:0]), .in2(in2[15:0]), .in3(in3[15:0]));
    mux4_1_16bit mux1 (.out(out[31:16]), .sel(sel), .in0(in0[31:16]), .in1(in1[31:16]), .in2(in2[31:16]), .in3(in3[31:16]));
    mux4_1_16bit mux2 (.out(out[47:32]), .sel(sel), .in0(in0[47:32]), .in1(in1[47:32]), .in2(in2[47:32]), .in3(in3[47:32]));
    mux4_1_16bit mux3 (.out(out[63:48]), .sel(sel), .in0(in0[63:48]), .in1(in1[63:48]), .in2(in2[63:48]), .in3(in3[63:48]));
endmodule
module reg_16bit(out, in, en, rst, clk);
    input [15:0] in;
    input en, rst, clk;
    output [15:0] out;
    wire [15:0] w1;
    dff mod0(.q(out[0]), .d(w1[0]), .clk(clk), .rst(rst));
    dff mod1(.q(out[1]), .d(w1[1]), .clk(clk), .rst(rst));
    dff mod2(.q(out[2]), .d(w1[2]), .clk(clk), .rst(rst));
    dff mod3(.q(out[3]), .d(w1[3]), .clk(clk), .rst(rst));
    dff mod4(.q(out[4]), .d(w1[4]), .clk(clk), .rst(rst));
    dff mod5(.q(out[5]), .d(w1[5]), .clk(clk), .rst(rst));
    dff mod6(.q(out[6]), .d(w1[6]), .clk(clk), .rst(rst));
    dff mod7(.q(out[7]), .d(w1[7]), .clk(clk), .rst(rst));
    dff mod8(.q(out[8]), .d(w1[8]), .clk(clk), .rst(rst));
    dff mod9(.q(out[9]), .d(w1[9]), .clk(clk), .rst(rst));
    dff mod10(.q(out[10]), .d(w1[10]), .clk(clk), .rst(rst));
    dff mod11(.q(out[11]), .d(w1[11]), .clk(clk), .rst(rst));
    dff mod12(.q(out[12]), .d(w1[12]), .clk(clk), .rst(rst));
    dff mod13(.q(out[13]), .d(w1[13]), .clk(clk), .rst(rst));
    dff mod14(.q(out[14]), .d(w1[14]), .clk(clk), .rst(rst));
    dff mod15(.q(out[15]), .d(w1[15]), .clk(clk), .rst(rst));
    mux2_1_16bit mod16(.out(w1), .in0(out), .in1(in), .sel(en));
endmodule
module reg_64bit (out, in, clk, rst, en);
    output [63:0] out;
    input [63:0] in;
    input clk, rst, en;
    reg_16bit reg_16bit_0(.out(out[15:0]), .in(in[15:0]), .en(en), .rst(rst), .clk(clk));
    reg_16bit reg_16bit_1(.out(out[31:16]), .in(in[31:16]), .en(en), .rst(rst), .clk(clk));
    reg_16bit reg_16bit_2(.out(out[47:32]), .in(in[47:32]), .en(en), .rst(rst), .clk(clk));
    reg_16bit reg_16bit_3(.out(out[63:48]), .in(in[63:48]), .en(en), .rst(rst), .clk(clk));
endmodule
```

## flow/run.sh

```bash
#!/bin/bash
# OpenROAD 26Q1-2900-gdf79404cd8, Yosys 0.63+post, stock flow scripts
make -C /OpenROAD-flow-scripts/flow DESIGN_CONFIG=/design/flow/config.mk WORK_HOME=/design/flow/orfs finish
```

==> deck_impl_summary.md <==
Implementation Results

Detailed routing
  – Detail Route Antenna Nets: 0
  – Routed vias/inst: 4.70
  – Drt pass-1 iters: 4
  – Drt wl/cell: 13.1 µm
  – DR DRC count: 0
  – Vias: 2276
  – Met2 Wirelength: 2.99 mm
  – Routed WL: 6.34 mm
  – Antenna cells: 0
  – Detailed router's first-iteration violation count: 64
  – DR top layer: met4
  – Sum of routed wire segments on met1: 3.07 mm
  – Met3 wire length: 262 µm

Floorplanning
  – Ports: 135
  – Rows: 31
  – Die Y-Extent: 89.0 µm
  – Starting Density: 0.519
  – Die Wd: 89.0 µm
  – Core Footprint: 7290 µm²
  – Die area: 7920 µm²

Logic synthesis
  – EDFF count, synth: 0
  – Cells after Synth: 371
  – Post-synth ARST share: 0.0986
  – Seq share, synth: 0.385
  – Yosys stat area: 3790 µm²
  – Cell Type Count: 34
  – Top_reg_cell synth: dfxtp_1
  – Yosys Instances: 371
  – Ys flops: 71
  – Mapped cell area: 3790 µm²
  – Ys Warns: 24
  – Post-Syn Area per Cell: 10.2 µm²

STA
  – Final setup violation count: 0
  – Max_slew headroom: 0.547
  – Unrepaired setup endpoints after global routing: no
  – Final min period: 3.40 ns
  – Fin. max-slew vios: 0
  – Setup_tns: 0 ns
  – Clock skew: 0.00888 ns
  – Worst-margin pin slew: 0.677 ns
  – Final Hold Fails: 0
  – Highest clock rate: 294 MHz
  – Final worst-path cycle share: 0.619
  – Setup ws final: 2.10 ns

Power and ir drop
  – PwrDens: 432 nW/µm²
  – Leakage: 1.87 nW
  – VDD IR max: 269 µV

Clock tree
  – H-tree depth: 3
  – Clock tree buffer depth: 2
  – TritonCTS clock tree: built
  – Clock latency (worst-skew pair): 0.34 ns
  – CTS root buf: clkbuf_8
  – Setup Buffers After CTS: 0
  – Sink Count: 71
  – Clock transition at path regs: 0.07 ns
  – Post-CTS sizing: 0
  – TritonCTS buffer count: 9
  – Hold Buf Count CTS: 0

Setup path
  – Crit Path Category: flop to output pin
  – Worst path slowest cell: dfrtp_1
  – Setup crit start kind: flop
  – Crit path buf inv count: 2
  – Critical path arrival: 2.30 ns
  – CP endpoint kind: output pin
  – R2R setup slack: 3.17 ns
  – Max FO, Critical Path: 9
  – Max incr delay on CP: 0.68 ns
  – Crit path DRT: 4.40 ns
  – CP Cell Sequence: buf_4, mux4_2, clkdlybuf4s50_1
  – Top Family by Delay on Critical Path: buffers and inverters

Run
  – OpenROAD warning count: 76
  – Max Cap Viol: 0

Final layout
  – Share of cells above drive strength 1: 0.109
  – Core Util, Final: 0.559
  – Synth-to-layout area growth: 7.70%

Placed design
  – Pre-CTS setup slack: 2.17 ns
  – HPWL after DPL: 4.07 mm
  – RePlAce Congestion: 0.744
  – I/O Buffers: 37

Run status
  – Status: finished clean

Global routing
  – Number of global-route vias before repair: 2032
  – Global-route wire length before repair: 9.70 mm
  – Initial antenna violation count: 0
  – Total grt overflow: 0
  – Global Route Usage Sum: 0.170
  – Largest net degree at the start of global routing: 64

Worst hold path
  – Hold Path Class: flop to flop
[layer usage]
| metal | global-route usage | up-vias |
|---|---|---|
| li1 | - | 1153 |
| met1 | 0.260 | 1074 |
| met2 | 0.270 | 47 |
| met3 | 0.0384 | 2 |
| met4 | 0.0144 | 0 |
| met5 | 0 | - |
[report_power, final]
group          total [mW]  internal (mW)  switching (mW)
clock network       0.500          0.312           0.188
registers           0.719          0.615           0.104
logic               0.545          0.315           0.230
[through the flow]
stage	instance area (µm²)	cells	hold slack [ns]	power [mW]
6_report	4080	484	0.457	1.76
5_1_grt	4080	484	0.476	1.87
4_1_cts	4080	484	0.460	1.79
3_5_place_dp	3830	469	0.448	1.28
3_3_place_gp	3830	469	0.439	1.28
2_1_floorplan	3970	419	0.432	1.21
[path summary, 6_finish.rpt]
check | start | endpoint | cells past startpoint
setup / recovery | fifo_ctr.rp[1] | data_out[1] | 3
hold / removal | flop | flop | 2
setup reg to reg | fifo_ctr.fifo_counter[2] | fifo_ctr.fifo_counter[2] | 7
hold reg to reg | flop | flop | 2
max in group asynchronous | rst | fifo_ctr.fifo_counter[2] | 3
min in group asynchronous | rst | fifo_ctr.wp[1] | 2
[worst reg2reg max path: cells and delay by family (launching register included)]
kind	cells	cell delay [ns]
AOI/OAI and AO/OA	2	0.51
xor gates and xnor gates	1	0.10
adders and majority gates	1	0.25
DFF	1	0.51
and+or+nand+nor	3	0.85
[synth_stat cells (3+ instances only)]
master,instances,share of area
nand2_1,83,0.082
buf_4,67,0.13
dfxtp_1,64,0.34
mux2i_1,64,0.17
mux4_2,16,0.095
clkbuf_1,9,0.0089
buf_6,8,0.024
dfrtp_1,7,0.046
buf_2,6,0.0079
ha_1,5,0.017
inv_1,4,0.0040
nand3_1,4,0.0053
xnor2_1,4,0.0093
and3_1,3,0.0050
[layout by cell type (no fill, tap or decap), types with 3 or more instances in the layout]
master           synthesis  layout
conb_1                   1      49
clkbuf_8                 0      10
clkdlybuf4s50_1          0      37
dfxtp_1                 64      64
mux2i_1                 64      64
bufinv_16                0       3
and3_1                   3       3
mux4_2                  16      16
inv_1                    4       4
ha_1                     5       5
nand3_1                  4       4
xnor2_1                  4       4
dfrtp_1                  7       7
nand2_1                 83      83
buf_4                   67       4
[cells by family after synthesis]
logic type	Yosys count	synth area share
compound gates	7	0.0155
xor+xnor	5	0.0116
fa+ha+maj	5	0.0165
buf+inv	95	0.178
flops	71	0.385
mux	82	0.270
other cells	1	0.000990
simple gates	105	0.122
[final cells by class]
type / instances / area (µm²)
Clock buffer: 10 / 138
Clock inverter: 5 / 106
Fill cell: 659 / 3210
Inverter: 5 / 18.8
Multi-Input combinational cell: 253 / 1830
Sequential cell: 71 / 1460
Tap cell: 99 / 124
Timing Repair Buffer: 41 / 400
Power is estimated from default activity; no workload was simulated.
