==> flow/design.v <==
module dff (q, d, clk, rst);
    output         q;
    input          d;
    input          clk;
    input          rst;
    reg            state;
    assign #(1) q = state;
    always @(posedge clk) begin
      state = rst? 0 : d;
    end
endmodule
module mux2_1(InA, InB, S, Out);
    input InA, InB, S;
    output Out;
    wire S, S_n, w1, w2, w3, w4, w5;
    not1 mod1(.in1(S), .out(S_n));
    nand2 mod2(.in1(S_n), .in2(InA), .out(w1));
    nand2 mod3(.in1(S), .in2(InB), .out(w2));
    not1 mod4(.in1(w1), .out(w3));
    not1 mod5(.in1(w2), .out(w4));
    nor2 mod6(.in1(w3), .in2(w4), .out(w5));
    not1 mod7(.in1(w5), .out(Out));
endmodule
module mux4_1(Out, InA, InB, InC, InD, S);
    input InA, InB, InC, InD;
    input [1:0] S;
    output Out;
    wire mux1_out, mux2_out;
    mux2_1 mod1(.InA(InA), .InB(InB), .S(S[0]), .Out(mux1_out));
    mux2_1 mod2(.InA(InC), .InB(InD), .S(S[0]), .Out(mux2_out));
    mux2_1 mod3(.InA(mux1_out), .InB(mux2_out), .S(S[1]), .Out(Out));
endmodule
module nand2 (in1,in2,out);
input in1,in2;
output out;
assign out = ~(in1 & in2);
endmodule
module nor2 (in1,in2,out);
input in1,in2;
output out;
assign out = ~(in1 | in2);
endmodule
module not1 (in1,out);
input in1;
output out;
assign out = ~in1;
endmodule
module xor2 (in1,in2,out);
input in1,in2;
output out;
assign out = in1 ^ in2;
endmodule
module and2(out, in1, in2);
    input in1, in2;
    output out;
    assign out = in1 & in2;
endmodule  
module mux2_1_16bit(out, in0, in1, sel);
    input [15:0] in0, in1;
    input sel;
    output [15:0] out;
    mux2_1 mux0(.InA(in0[0]), .InB(in1[0]), .S(sel), .Out(out[0]));
    mux2_1 mux1(.InA(in0[1]), .InB(in1[1]), .S(sel), .Out(out[1]));
    mux2_1 mux2(.InA(in0[2]), .InB(in1[2]), .S(sel), .Out(out[2]));
    mux2_1 mux3(.InA(in0[3]), .InB(in1[3]), .S(sel), .Out(out[3]));
    mux2_1 mux4(.InA(in0[4]), .InB(in1[4]), .S(sel), .Out(out[4]));
    mux2_1 mux5(.InA(in0[5]), .InB(in1[5]), .S(sel), .Out(out[5]));
    mux2_1 mux6(.InA(in0[6]), .InB(in1[6]), .S(sel), .Out(out[6]));
    mux2_1 mux7(.InA(in0[7]), .InB(in1[7]), .S(sel), .Out(out[7]));
    mux2_1 mux8(.InA(in0[8]), .InB(in1[8]), .S(sel), .Out(out[8]));
    mux2_1 mux9(.InA(in0[9]), .InB(in1[9]), .S(sel), .Out(out[9]));
    mux2_1 mux10(.InA(in0[10]), .InB(in1[10]), .S(sel), .Out(out[10]));
    mux2_1 mux11(.InA(in0[11]), .InB(in1[11]), .S(sel), .Out(out[11]));
    mux2_1 mux12(.InA(in0[12]), .InB(in1[12]), .S(sel), .Out(out[12]));
    mux2_1 mux13(.InA(in0[13]), .InB(in1[13]), .S(sel), .Out(out[13]));
    mux2_1 mux14(.InA(in0[14]), .InB(in1[14]), .S(sel), .Out(out[14]));
    mux2_1 mux15(.InA(in0[15]), .InB(in1[15]), .S(sel), .Out(out[15]));
endmodule
module and3(out, in1, in2, in3);
input in1, in2, in3;
output out;
assign out = in1 & in2 & in3;
endmodule
module decoder3_8(out, in);
    input [2:0] in;
    output [7:0] out;
    and3 mod0(.out(out[0]), .in1(~in[0]), .in2(~in[1]), .in3(~in[2]));
    and3 mod1(.out(out[1]), .in1(in[0]), .in2(~in[1]), .in3(~in[2]));
    and3 mod2(.out(out[2]), .in1(~in[0]), .in2(in[1]), .in3(~in[2]));
    and3 mod3(.out(out[3]), .in1(in[0]), .in2(in[1]), .in3(~in[2]));
    and3 mod4(.out(out[4]), .in1(~in[0]), .in2(~in[1]), .in3(in[2]));
    and3 mod5(.out(out[5]), .in1(in[0]), .in2(~in[1]), .in3(in[2]));
    and3 mod6(.out(out[6]), .in1(~in[0]), .in2(in[1]), .in3(in[2]));
    and3 mod7(.out(out[7]), .in1(in[0]), .in2(in[1]), .in3(in[2]));
endmodule
module dff_16bit(out, in, en, rst, clk);
    input [15:0] in;
    input en, rst, clk;
    output [15:0] out;
    wire [15:0] w1;
    dff mod0(.q(out[0]), .d(w1[0]), .clk(clk), .rst(rst));
    dff mod1(.q(out[1]), .d(w1[1]), .clk(clk), .rst(rst));
    dff mod2(.q(out[2]), .d(w1[2]), .clk(clk), .rst(rst));
    dff mod3(.q(out[3]), .d(w1[3]), .clk(clk), .rst(rst));
    dff mod4(.q(out[4]), .d(w1[4]), .clk(clk), .rst(rst));
    dff mod5(.q(out[5]), .d(w1[5]), .clk(clk), .rst(rst));
    dff mod6(.q(out[6]), .d(w1[6]), .clk(clk), .rst(rst));
    dff mod7(.q(out[7]), .d(w1[7]), .clk(clk), .rst(rst));
    dff mod8(.q(out[8]), .d(w1[8]), .clk(clk), .rst(rst));
    dff mod9(.q(out[9]), .d(w1[9]), .clk(clk), .rst(rst));
    dff mod10(.q(out[10]), .d(w1[10]), .clk(clk), .rst(rst));
    dff mod11(.q(out[11]), .d(w1[11]), .clk(clk), .rst(rst));
    dff mod12(.q(out[12]), .d(w1[12]), .clk(clk), .rst(rst));
    dff mod13(.q(out[13]), .d(w1[13]), .clk(clk), .rst(rst));
    dff mod14(.q(out[14]), .d(w1[14]), .clk(clk), .rst(rst));
    dff mod15(.q(out[15]), .d(w1[15]), .clk(clk), .rst(rst));
    mux2_1_16bit mod16(.out(w1), .in0(out), .in1(in), .sel(en));
endmodule
module mux4_1_16bit (out, sel, in0, in1, in2, in3);
    input [3:0] in0, in1, in2, in3;
    input [1:0] sel;
    output [3:0] out;
    mux4_1 mux0(.Out(out[0]), .InA(in0[0]), .InB(in1[0]), .InC(in2[0]), .InD(in3[0]), .S(sel));
    mux4_1 mux1(.Out(out[1]), .InA(in0[1]), .InB(in1[1]), .InC(in2[1]), .InD(in3[1]), .S(sel));
    mux4_1 mux2(.Out(out[2]), .InA(in0[2]), .InB(in1[2]), .InC(in2[2]), .InD(in3[2]), .S(sel));
    mux4_1 mux3(.Out(out[3]), .InA(in0[3]), .InB(in1[3]), .InC(in2[3]), .InD(in3[3]), .S(sel));
endmodule
module mux8_1_16bit (out, sel, in0, in1, in2, in3, in4, in5, in6, in7);
    input [2:0] sel;
    input [15:0] in0, in1, in2, in3, in4, in5, in6, in7;
    output [15:0] out;
    wire [15:0] w1, w2;
    mux4_1_16bit mux4_1_1(.out(w1), .sel(sel[1:0]), .in0(in0), .in1(in1), .in2(in2), .in3(in3));
    mux4_1_16bit mux4_1_2(.out(w2), .sel(sel[1:0]), .in0(in4), .in1(in5), .in2(in6), .in3(in7));
    mux2_1_16bit mux2_1(.out(out), .in0(w1), .in1(w2), .sel(sel[2]));
endmodule
module rf (
           read1data, read2data, err,
           clk, rst, read1regsel, read2regsel, writeregsel, writedata, write
           );
   input clk, rst;
   input [2:0] read1regsel;
   input [2:0] read2regsel;
   input [2:0] writeregsel;
   input [15:0] writedata;
   input        write;
   output [15:0] read1data;
   output [15:0] read2data;
   output        err;
   wire [7:0] decode_out;
   wire w0, w1, w2, w3, w4, w5, w6, w7;
   wire [15:0]  dff_out_0,
                dff_out_1,
                dff_out_2,
                dff_out_3,
                dff_out_4,
                dff_out_5,
                dff_out_6,
                dff_out_7;
   decoder3_8 decoder_0(.out(decode_out), .in(writeregsel));
   and2 and2_0(.out(w0), .in1(write), .in2(decode_out[0]));
   and2 and2_1(.out(w1), .in1(write), .in2(decode_out[1]));
   and2 and2_2(.out(w2), .in1(write), .in2(decode_out[2]));
   and2 and2_3(.out(w3), .in1(write), .in2(decode_out[3]));
   and2 and2_4(.out(w4), .in1(write), .in2(decode_out[4]));
   and2 and2_5(.out(w5), .in1(write), .in2(decode_out[5]));
   and2 and2_6(.out(w6), .in1(write), .in2(decode_out[6]));
   and2 and2_7(.out(w7), .in1(write), .in2(decode_out[7]));
   dff_16bit dff_16bit_0(.out(dff_out_0), .in(writedata), .en(w0), .rst(rst), .clk(clk));
   dff_16bit dff_16bit_1(.out(dff_out_1), .in(writedata), .en(w1), .rst(rst), .clk(clk));
   dff_16bit dff_16bit_2(.out(dff_out_2), .in(writedata), .en(w2), .rst(rst), .clk(clk));
   dff_16bit dff_16bit_3(.out(dff_out_3), .in(writedata), .en(w3), .rst(rst), .clk(clk));
   dff_16bit dff_16bit_4(.out(dff_out_4), .in(writedata), .en(w4), .rst(rst), .clk(clk));
   dff_16bit dff_16bit_5(.out(dff_out_5), .in(writedata), .en(w5), .rst(rst), .clk(clk));
   dff_16bit dff_16bit_6(.out(dff_out_6), .in(writedata), .en(w6), .rst(rst), .clk(clk));
   dff_16bit dff_16bit_7(.out(dff_out_7), .in(writedata), .en(w7), .rst(rst), .clk(clk));
   mux8_1_16bit mux8_1_0(.out(read1data), 
                         .sel(read1regsel), 
                         .in0(dff_out_0), 
                         .in1(dff_out_1), 
                         .in2(dff_out_2), 
                         .in3(dff_out_3), 
                         .in4(dff_out_4), 
                         .in5(dff_out_5), 
                         .in6(dff_out_6), 
                         .in7(dff_out_7)
                         ); 
   mux8_1_16bit mux8_1_1(.out(read2data), 
                         .sel(read2regsel), 
                         .in0(dff_out_0), 
                         .in1(dff_out_1), 
                         .in2(dff_out_2), 
                         .in3(dff_out_3), 
                         .in4(dff_out_4), 
                         .in5(dff_out_5), 
                         .in6(dff_out_6), 
                         .in7(dff_out_7)
                         ); 
endmodule
module or3(out, in1, in2, in3);
input in1, in2, in3;
output out;
assign out = in1 | in2 | in3;
endmodule
module rf_bypass (
           read1data, read2data, err,
           clk, rst, read1regsel, read2regsel, writeregsel, writedata, write
           );
   input clk, rst;
   input [2:0] read1regsel;
   input [2:0] read2regsel;
   input [2:0] writeregsel;
   input [15:0] writedata;
   input        write;
   output [15:0] read1data;
   output [15:0] read2data;
   output        err;
   wire [15:0] rf_read1data, rf_read2data;
   wire [2:0] w0, w1;
   wire w2, w3, w2_n, w3_n;
   wire bypass1sel, bypass2sel;
   rf rf0 (
           .read1data(rf_read1data), 
           .read2data(rf_read2data), 
           .err(err),
           .clk(clk), 
           .rst(rst), 
           .read1regsel(read1regsel), 
           .read2regsel(read2regsel), 
           .writeregsel(writeregsel), 
           .writedata(writedata), 
           .write(write)
           );
    mux2_1_16bit mux0(.out(read1data), .in0(rf_read1data), .in1(writedata), .sel(bypass1sel));
    mux2_1_16bit mux1(.out(read2data), .in0(rf_read2data), .in1(writedata), .sel(bypass2sel));
    xor2_3bit xor0(.out(w0), .in1(writeregsel), .in2(read1regsel));
    xor2_3bit xor1(.out(w1), .in1(writeregsel), .in2(read2regsel));
    or3 or_0(.out(w2), .in1(w0[0]), .in2(w0[1]), .in3(w0[2]));
    or3 or_1(.out(w3), .in1(w1[0]), .in2(w1[1]), .in3(w1[2]));
    not1 not_0(.in1(w2), .out(w2_n));
    not1 not_1(.in1(w3), .out(w3_n));
    and2 and_0(.out(bypass1sel), .in1(write), .in2(w2_n));
    and2 and_1(.out(bypass2sel), .in1(write), .in2(w3_n));
endmodule
module xor2_3bit(out, in1, in2);
    input [2:0] in1, in2;
    output [2:0] out;
    xor2 xor2_0(.out(out[0]), .in1(in1[0]), .in2(in2[0]));
    xor2 xor2_1(.out(out[1]), .in1(in1[1]), .in2(in2[1]));
    xor2 xor2_2(.out(out[2]), .in1(in1[2]), .in2(in2[2]));
endmodule
==> flow/run.sh <==
#!/bin/bash
# OpenROAD 26Q1-2900-gdf79404cd8, Yosys 0.63+post, stock flow scripts
make -C /OpenROAD-flow-scripts/flow DESIGN_CONFIG=/design/flow/config.mk WORK_HOME=/design/flow/orfs finish
==> flow/config.mk <==
export PLATFORM = sky130hd
export DESIGN_NAME = rf_bypass
export DESIGN_NICKNAME = rf_bypass
export VERILOG_FILES = /design/flow/design.v
export SDC_FILE = /design/flow/constraint.sdc
export NUM_CORES = 4
export LEC_CHECK = 1
export CORE_UTILIZATION = 30
==> flow/constraint.sdc <==
current_design rf_bypass

set clk_period 2.5
set clk_io_pct 0.2

create_clock -name clk0 -period $clk_period [get_ports {clk}]

set non_clock_inputs [all_inputs -no_clocks]
set_input_delay [expr $clk_period * $clk_io_pct] -clock clk0 $non_clock_inputs
set_output_delay [expr $clk_period * $clk_io_pct] -clock clk0 [all_outputs]
==> metrics.yaml <==
reported_max_cap_violation_count: 0
timing.critical_path.from: "read2regsel[0]"
antenna-diode-count: 0
synth-cells-yosys: 224
maximum_resistive_drop_on_vdd_mv: 0.338
detailroute.via_count: 1785
initial_utilization_pct: 31.7
critical-path-top-cell-by-count: "mux2_4"
vias_in_the_first_global_route: 1774
floorplan.rows: 31
synth-warning-count: 12
finalPower_mw: 1.23
cts-root-to-sink-buffers: 2
worst-path-buf-inv: 3
io_buffers: 59
synthesis.area_per_instance_sq_um: 10.5
ratio_of_cells_with_drive_above_1_in_the_final_layout_pct: 39.9
remaining_drc_errors: 0
globalRoute.totalOverflow: 0
cts.reportedPaths.clkPinSlew_ns: 0.06
worst_ep_required_time_ns: 2.00
fp.dieH_microns: 90.5
final_cell_area_sq_um: 3280
detail_route.iter0.violations: 68
drt-wirelength-per-cell_microns: 14.9
num_io_pins: 61
ant_nets: 0
critical_path_peak_fanout: 7
power.leakage_nw: 1.44
synthDistinctLibCells: 17
dp_hpwl_mm: 4.07
status: "completed"
hold_slack_final_ns: 0.521
layout_min_cycle_time_ns: 2.46
fin_setup_tns_ns: 0
worst_path_max_delay_cell: "mux4_2"
crit_path_class: "in -> out"
global_placer_s_final_weighted_congestion: 0.848
fillCellCount: 685
placed_area_sq_um: 2970
grt_start_max_net_pins: 33
finalHoldViolations: 0
syn_to_final_growth_pct: 39.9
instances_no_fill: 387
gr-usage-all-layers_pct: 15.2
unrepaired_setup_endpoints_after_global_routing: "false"
final.setup_skew_ns: 0
final.setup.worst_slack_ns: 0.0358
grt_first_pass_wirelength_mm: 9.44
clock-sinks: 32
crit_end_element: "output port"
yosys_register_bits: 32
syn_area_sq_um: 2350
synth_seq_share_pct: 27.3
power.density_cell_area_nw_per_um2: 375
crit_family: "multiplexers"
dr_pass1_iterations: 4
cts.root.buffer_cell: "clkbuf_8"
antenna_violations_before_repair: 0
finish.utilization_pct: 44.3
tritoncts.num_buffers: 5
yosys_area_sq_um: 2350
hold_path.class: "reg -> reg"
clk_latency_worst_skew_pair_ns: 0.28
final-setup-viol-count: 0
start_kind: "input port"
detailedPlace.worstSlack_ns: -0.680
cts_tree: "done"
cts_htree_levels: 2
postRouteWirelength_mm: 5.76
critical_path_arrival_ns: 1.96
fmax_mhz: 406
area_of_the_die_sq_um: 8180
post-route-period-util_pct: 98.6
netlist_instances: 224
final-max-slew-violation-count: 0
critical-path-max-stage-delay_ns: 0.49
crit_path_cell_trace: "buf_12, buf_4, mux4_2, mux2_4, mux2_4, dlygate4sd2_1"
dp.cells: 358
dieWidth_microns: 90.5
stage_log_warnings: 26
routed_via_density: 4.61
design.core.area_sq_um: 7410
layer usage:
metal	wire length, microns	global-route usage, %
met2	2560	24.1
met1	2740	23.0
met4	88	1.88
met5	0	0
met3	376	2.82
kinds of logic (layout without fill, tap and decap cells):
| kind of cell | after synthesis | count (layout) | share of synthesized area (%) |
|---|---|---|---|
| AND/OR/NAND/NOR | 66 | 66 | 15.6 |
| multiplexers | 64 | 64 | 39.2 |
| buffers and inverters | 55 | 119 | 15.5 |
| flip-flops | 32 | 32 | 27.3 |
| XOR/XNOR | 6 | 6 | 2.24 |
| other | 1 | 1 | 0.160 |
layout by cell type (no fill, tap or decap), types with 14 or more instances in the layout:
| master | count |
|---|---|
| mux2i_1 | 32 |
| mux2_4 | 14 |
| buf_6 | 20 |
| nor2_1 | 32 |
| buf_4 | 33 |
| mux4_2 | 16 |
| and2_1 | 19 |
| dfxtp_1 | 32 |
| clkdlybuf4s50_1 | 39 |
worst min-delay path, cell delays in order, from the launching register on:
cell and delay [ns]:
dfxtp_1 0.34, mux2i_1 0.07, nor2_1 0.07
cell type report:
cell class	count	area [sq um]	share of cell area, %
Clock inverter	2	10.0	0.305
Multi-Input combinational cell	137	1380	42.1
Sequential cell	32	641	19.5
Clock buffer	6	82.6	2.52
Tap cell	99	124	3.77
Timing Repair Buffer	111	1040	31.8
repair_timing:
| item | CTS | global route |
|---|---|---|
| setup buffers | 24 | 1 |
| endpoints found under the setup margin | 32 | 28 |
| hold buffers | 0 | 0 |
| pin swaps | 7 | 5 |
| gates resized | 109 | 13 |
| cloned | 2 | 0 |
where the power goes:
| part | switching [mW] | leakage [nW] | internal [mW] |
|---|---|---|---|
| clock | 0.189 | 0.0510 | 0.219 |
| combinational | 0.106 | 1.13 | 0.187 |
| sequential | 0.00808 | 0.259 | 0.521 |
| total | 0.303 | 1.44 | 0.927 |
synthesized netlist by cell type:
cell | n | area share (%)
nor4bb_1 | 3 | 1.3
nand4b_1 | 3 | 1.1
mux2i_1 | 32 | 14
xnor2_1 | 6 | 2.2
mux4_1 | 16 | 18
mux2_2 | 16 | 7.7
nor2_1 | 32 | 5.1
and2_1 | 24 | 6.4
clkbuf_1 | 15 | 2.4
nand4_1 | 1 | 0.27
and4_1 | 2 | 0.75
buf_2 | 3 | 0.64
nor4b_2 | 1 | 0.64
conb_1 | 1 | 0.16
dfxtp_1 | 32 | 27
buf_4 | 33 | 11
buf_6 | 4 | 1.9
worst paths after layout:
check                                     to  slack (ns)  cells past startpoint
worst max register to register     flip-flop        1.84                      2
worst max-delay path            read2data[0]        0.04                      6
worst min register to register     flip-flop        0.52                      2
worst min-delay path               flip-flop        0.52                      2
No activity file was given, so power comes from the tool's default toggle rates.
